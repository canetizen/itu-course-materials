==> design.v <==
`timescale 1ns / 1ps
module nand_gate(input a, input b, output o);
    assign o = ~(a & b);
endmodule
module SR_latch_wo_enable(input S, input R, output Q, output not_Q);
    wire not_s;
    wire not_r;
    nand_gate n0(S, S, not_s);
    nand_gate n1(R, R, not_r);
    nand_gate n2(Q, not_r, not_Q);
    nand_gate n3(not_Q, not_s, Q);
endmodule
module SR_latch_w_enable(input S, input R, input E, output Q, output not_Q);
    wire s;
    wire r;
    nand_gate n0(S, E, s);
    nand_gate n1(R, E, r);
    nand_gate n2(Q, r, not_Q);
    nand_gate n3(not_Q, s, Q);
endmodule
module D_latch(input E, input D, output wire Q, output wire Q_not);
  wire n1;
  wire n2;
  wire n3;
  wire n4;
  nand_gate g0(~D, E, n1);
  nand_gate g1(n1, E, n2);
  nand_gate g2(n2, E, n3);
  nand_gate g3(n3, E, n4);
  assign Q = ~n4;
  assign Q_not = ~n3;
endmodule
module D_flip_flop(input clk, input D, output Q,output Qnot);
    wire qtemp;
    wire qtemp_not;
    D_latch g1(~clk, D, qtemp, qtemp_not);
    D_latch g2(clk, qtemp, Q, Qnot);
endmodule
module JK_flip_flop(input clk, input J, input K, output reg Q, output reg not_Q);
    always @(posedge clk)
        case ({J,K})
           2'b00 : begin 
                   Q <= Q; 
                   not_Q <= not_Q; 
                   end
           2'b01 : begin 
                    Q <= 0; 
                    not_Q <= 1; 
                    end
           2'b10 : begin 
                    Q <= 1; 
                    not_Q <= 0; 
                    end
           2'b11 : begin 
                    Q <= ~Q; 
                    not_Q <= ~not_Q; 
                    end
        endcase
    initial begin 
        Q = 0;
        not_Q = 1;
    end
endmodule
module asyn_up_counter(input clk, input j, input k, output[3:0] data_out);
    wire not_q0;
    wire not_q1;
    wire not_q2;
    wire not_q3;
    JK_flip_flop j0(clk, j, k, data_out[0], not_q0);
    JK_flip_flop j1(not_q0, j, k, data_out[1], not_q1);
    JK_flip_flop j2(not_q1, j, k, data_out[2], not_q2);
    JK_flip_flop j3(not_q2, j, k, data_out[3], not_q3);
endmodule
module syn_up_counter(input clk, output[3:0] data_out);
    wire Q0;
    wire Q1;
    wire Q2; 
    wire Q3;
    wire jk2;
    wire jk3;
    JK_flip_flop j0(clk, 1, 1, data_out[0], Q0);
    JK_flip_flop j1(clk, data_out[0], data_out[0], data_out[1], Q1);
    JK_flip_flop j2(clk, jk2, jk2, data_out[2], Q2);
    JK_flip_flop j3(clk, jk3, jk3, data_out[3], Q3);
    assign jk3 = jk2 & data_out[2];
    assign jk2 = data_out[0] & data_out[1];
endmodule
module shift_register(input [15:0] data_in, input clk, input load, output reg Q);
    reg [15:0] prev, new;
    always @(posedge clk) begin
        if (load) begin
            prev <= data_in;
            new <= data_in;
        end else begin
            prev <= new;
            new <= {prev[14:0], prev[15]};
        end
        Q <= new[0];
    end
endmodule
==> run.sh <==
#!/bin/bash
# OpenROAD 26Q1-2900-gdf79404cd8, Yosys 0.63+post, stock flow scripts
make -C /OpenROAD-flow-scripts/flow DESIGN_CONFIG=/design/flow/config.mk WORK_HOME=/design/flow/orfs finish
==> config.mk <==
export PLATFORM = sky130hd
export DESIGN_NAME = shift_register
export DESIGN_NICKNAME = shift_register
export VERILOG_FILES = /design/flow/design.v
export SDC_FILE = /design/flow/constraint.sdc
export NUM_CORES = 4
export LEC_CHECK = 1
export CORE_AREA = 10 10 112 112
export DIE_AREA = 0 0 122 122
==> constraint.sdc <==
current_design shift_register

set clk_period 1.4
set clk_io_pct 0.2

create_clock -name clk0 -period $clk_period [get_ports {clk}]

set non_clock_inputs [all_inputs -no_clocks]
set_input_delay [expr $clk_period * $clk_io_pct] -clock clk0 $non_clock_inputs
set_output_delay [expr $clk_period * $clk_io_pct] -clock clk0 [all_outputs]
==> results.py <==
# Flow results
metrics = {
    "setup_path": {
        "criticalPathCategory": "flop to output pin",
        "rr_worst_depth": 1,
        "critPathTopFamily": "buffers and inverters",
        "arrival_ps": 1060,
        "critPathMaxFanout": 1,
        "crit_start": "Q",
        "crit_slowest_cell": "clkdlybuf4s50_1",
        "crit_chain": "clkdlybuf4s50_1",
        "startpoint_type": "flop",
        "r2r-end": "new[14]",
        "r2r_start": "prev[13]",
        "path_buffers": 1,
        "ff2ff_setup_slack_ps": 720,
        "critPathCaptureType": "output pin",
        "cpPeakStageDelay_ps": 460,
        "crit_required_ps": 1120,
    },
    "drt": {
        "num_vias": 531,
        "firstDrtPassIters": 2,
        "wire_per_inst_um": 9.36,
        "drtAntennaViolNets": 0,
        "via_per_inst": 2.32,
        "insertedDiodeCount": 0,
        "drt_iter0_markers": 11,
        "drt_wl_total_mm": 2.14,
        "drc": 0,
    },
    "layout": {
        "drive_gt1_share_pct": 46.2,
        "regArea_um2": 662,
        "most-common-layout-cells": "dfxtp_1 (32), mux2_4 (30), clkdlybuf4s50_1 (17)",
        "fill_cells": 1120,
        "lay_top_count": "dfxtp_1",
        "syn_to_final_growth_pct": 33.0,
        "comb_area_um2": 473,
    },
    "global_route": {
        "busiest_layer": "met1",
        "grt_usage_pct": 2.89,
        "use_met3_pct": 1.36,
        "grt_pass1_wl_mm": 3.24,
        "grt_use_met2_pct": 3.80,
        "antenna_found_initial": 0,
        "use_met1_pct": 4.21,
        "grt_pass1_vias": 573,
        "grt_max_degree": 19,
        "grt-ovfl-total": 0,
    },
    "timing": {
        "period_needed_ps": 1340,
        "fin_crit_sh_pct": 95.5,
        "setup_viol": 0,
        "slew_viol_final": 0,
        "worst_slew_pin_slew_ps": 149,
        "whs_ps": 352,
        "fin_skew_ps": 3.13,
        "rsz0062_at_grt": "no",
        "max_freq_mhz": 748,
        "setup_tns_ps": 0,
        "relSlewSlack_pct": 90.1,
        "setup_slack_ps": 63.0,
        "hold_violations": 0,
    },
    "cts": {
        "clk_latency_ps": 270,
        "clk_pin_slew_ps": 70,
        "cts_hold_buf": 0,
        "cts_resized": 1,
        "post-cts-setup-buffer-count": 0,
        "clock_path_buffers": 2,
        "cts_tree": "yes",
        "clock-root-buffer": "clkbuf_8",
        "cts.sink_count": 33,
        "h-tree-depth": 2,
        "cts_buffers": 5,
    },
    "placement": {
        "detailed_place_hpwl_mm": 1.45,
        "pre_cts_slack_ps": 284,
        "place_congestion": 0.626,
        "numPortBuffers": 18,
    },
    "yosys": {
        "ys_area_mm2": 0.00120,
        "synth_stat.cells": 69,
        "synth_cells": 69,
        "synth-seq-cells": 33,
        "yosys.cell_types.count": 5,
        "synth_area_mm2": 0.00120,
        "yosys_warnings": 1,
        "synth.avg_cell_area_um2": 17.5,
        "synth_seq_share_pct": 54.8,
    },
    "floorplanning": {
        "initCoreUtil_pct": 11.8,
        "dieArea_mm2": 0.0149,
        "core_mm2": 0.0102,
        "std_cell_rows": 37,
        "io_pins": 19,
        "die_w_um": 122,
        "dieHeight_um": 122,
    },
    "pwr": {
        "power.density_mw_per_mm2": 1250,
        "p_leak_nw": 0.667,
        "power_mw": 2.01,
        "ir_drop_mv": 0.335,
    },
    "run": {
        "cap_viol_max_count": 0,
        "warning_count": 25,
    },
    "min_path": {
        "min_to": "Q",
        "min_from": "new[0]",
        "hold_depth": 0,
        "hold_class": "flop to flop",
    },
    "run_status": {
        "status": "finished, final reports clean",
    },
}
==> through the flow <==
step | std cells | util [%] | area, um2
global route | 229 | 15.7 | 1600
detailed placement | 221 | 14.8 | 1520
floorplan | 69 | - | 1200
global placement | 221 | 14.8 | 1520
CTS | 229 | 15.7 | 1600
finish | 229 | 15.7 | 1600
==> area by class of cell <==
type                    instances  area share [%]
clock inverters                 2           0.625
well taps                     136            10.6
multi-input cells              32            29.5
repair buffers                 20            13.4
clock buffers                   6            4.53
flip-flops and latches         33            41.3
==> cells in the mapped netlist <==
master | instances | area (um2)
mux2_4 | 30 | 450
buf_6 | 1 | 11.3
mux2_2 | 2 | 22.5
buf_12 | 3 | 60.1
dfxtp_1 | 33 | 661
==> sequential cells by signal, indices dropped and copies added (netlist names) <==
signal  count
new        16
Q           1
prev       16
==> layer usage <==
layer / vias to the layer above / wire length (um)
li1: 280 / -
met1: 237 / 1130
met2: 12 / 867
met3: 2 / 120
met4: 0 / 23
met5: - / 0
==> report_power, final <==
group | internal, mW | switching, mW | total (mW)
combinational | 0.189 | 0.0612 | 0.250
sequential | 1.04 | 0.0292 | 1.07
clock | 0.345 | 0.345 | 0.689
total | 1.57 | 0.435 | 2.01
==> kinds of logic (layout without fill, tap and decap cells) <==
| family | after synthesis | after routing | synth area share (%) |
|---|---|---|---|
| buf+inv | 4 | 28 | 5.92 |
| flops | 33 | 33 | 54.8 |
| mux | 32 | 32 | 39.3 |
==> how the worst max path moves through the flow <==
| stage | to | cells past startpoint |
|---|---|---|
| final | Q | 1 |
| after global routing | Q | 1 |
| after CTS | Q | 1 |
Power and IR drop assume default switching activity.
